$ cat flow/design.v
`timescale 1ns / 1ps
module read_from_ram(
    input clk,
	 input reset,
    input [15:0] data_from_ram,
    input uart_ready,
    output reg [5:0] address_to_ram,
    output reg read_enable_to_ram,
    output reg uart_send,
    output reg [7:0] uart_data
    );
	reg[2:0] byte_counter ;			 
	reg stop ;							 
	reg uart_sec_free ; 				 
	reg read_input_from_ram ;
	reg [3:0] hex1, hex2, hex3 ;     
	always @ (posedge clk)			 
	begin
		if ( reset )
			address_to_ram <= 0 ;
		else if ( read_enable_to_ram )
			address_to_ram <= address_to_ram + 4'b0001 ;
		else
			address_to_ram <= address_to_ram ;
	end
	always @ (posedge clk)				 
	begin
		if (reset)
			stop <= 0 ;
		else if ( ( &address_to_ram ) && ( read_enable_to_ram )	)
			stop <= 1 ;
		else
			stop <= stop ;
	end
	always @ (posedge clk)				 
	begin
		if (reset)
			read_enable_to_ram <= 0 ;
		else if ( ( ~stop ) && uart_sec_free && (~ read_enable_to_ram) )
			read_enable_to_ram <= 1 ;
		else 
			read_enable_to_ram <= 0 ;
	end
	always @ (posedge clk)				 
	begin
		if (reset)	
			byte_counter <= 0 ;
		else if ( read_enable_to_ram )
			byte_counter <= 3'd6 ;
		else if (uart_send)
			byte_counter <= byte_counter - 3'b001 ;
		else
			byte_counter <= byte_counter ;
	end
	always @ (posedge clk)				 
	begin
		if (reset)
			read_input_from_ram <= 0 ;
		else
			read_input_from_ram <= read_enable_to_ram ;
	end
always @ ( posedge clk ) 			 
	begin
		if ( reset )
		begin
			hex3 <= 0 ;
			hex2 <= 0 ;
			hex1 <= 0 ;
		end
		else if ( read_input_from_ram )		 
		begin
			hex3 <= data_from_ram[11:8] ;
			hex2 <= data_from_ram[7:4] ;
			hex1 <= data_from_ram[3:0] ; 
		end
		else
		begin
			hex3 <= hex3 ;
			hex2 <= hex2 ;
			hex1 <= hex1 ;
		end	
	end
	always @ (posedge clk)				 
	begin
		if (reset)
			uart_send <= 0 ;
		else if ( read_input_from_ram )				 
			uart_send <= 1;  
		else if ( ( byte_counter != 0) && ( uart_ready ) && ( ~ uart_send ) )
			uart_send <= 1;
		else
			uart_send <= 0;
	end		
	always @ ( posedge clk ) 			 
	begin
		if ( reset )
			uart_data <= 8'd0 ;
		else if ( read_input_from_ram )				 
		begin
			case (data_from_ram[15:12])
				0	:	uart_data <= 8'h30 ;
				1	:	uart_data <= 8'h31 ;
				2	:	uart_data <= 8'h32 ;
				3	:	uart_data <= 8'h33 ;
				4	:	uart_data <= 8'h34 ;
				5	:	uart_data <= 8'h35 ;
				6	:	uart_data <= 8'h36 ;
				7	:	uart_data <= 8'h37 ;
				8	:	uart_data <= 8'h38 ;
				9	:	uart_data <= 8'h39 ;
				10	:	uart_data <= 8'h41 ;
				11	:	uart_data <= 8'h42 ;
				12	:	uart_data <= 8'h43 ;
				13	:	uart_data <= 8'h44 ;
				14	:	uart_data <= 8'h45 ;
				15	:	uart_data <= 8'h46 ;
			endcase
		end	
		else if ( uart_ready && ( byte_counter != 0 ) && ( ~ uart_send ) )
		begin
			case (byte_counter)
				7 : uart_data <= 8'hFF ;
				6 : uart_data <= 8'hFF ;
				5 : 
				begin
					case (hex3)
						0	:	uart_data <= 8'h30 ;
						1	:	uart_data <= 8'h31 ;
						2	:	uart_data <= 8'h32 ;
						3	:	uart_data <= 8'h33 ;
						4	:	uart_data <= 8'h34 ;
						5	:	uart_data <= 8'h35 ;
						6	:	uart_data <= 8'h36 ;
						7	:	uart_data <= 8'h37 ;
						8	:	uart_data <= 8'h38 ;
						9	:	uart_data <= 8'h39 ;
						10	:	uart_data <= 8'h41 ;
						11	:	uart_data <= 8'h42 ;
						12	:	uart_data <= 8'h43 ;
						13	:	uart_data <= 8'h44 ;
						14	:	uart_data <= 8'h45 ;
						15	:	uart_data <= 8'h46 ;
					endcase
				end
				4 : 
				begin
					case (hex2)
						0	:	uart_data <= 8'h30 ;
						1	:	uart_data <= 8'h31 ;
						2	:	uart_data <= 8'h32 ;
						3	:	uart_data <= 8'h33 ;
						4	:	uart_data <= 8'h34 ;
						5	:	uart_data <= 8'h35 ;
						6	:	uart_data <= 8'h36 ;
						7	:	uart_data <= 8'h37 ;
						8	:	uart_data <= 8'h38 ;
						9	:	uart_data <= 8'h39 ;
						10	:	uart_data <= 8'h41 ;
						11	:	uart_data <= 8'h42 ;
						12	:	uart_data <= 8'h43 ;
						13	:	uart_data <= 8'h44 ;
						14	:	uart_data <= 8'h45 ;
						15	:	uart_data <= 8'h46 ;
					endcase
				end
				3 : 
				begin
					case (hex1)
						0	:	uart_data <= 8'h30 ;
						1	:	uart_data <= 8'h31 ;
						2	:	uart_data <= 8'h32 ;
						3	:	uart_data <= 8'h33 ;
						4	:	uart_data <= 8'h34 ;
						5	:	uart_data <= 8'h35 ;
						6	:	uart_data <= 8'h36 ;
						7	:	uart_data <= 8'h37 ;
						8	:	uart_data <= 8'h38 ;
						9	:	uart_data <= 8'h39 ;
						10	:	uart_data <= 8'h41 ;
						11	:	uart_data <= 8'h42 ;
						12	:	uart_data <= 8'h43 ;
						13	:	uart_data <= 8'h44 ;
						14	:	uart_data <= 8'h45 ;
						15	:	uart_data <= 8'h46 ;
					endcase
				end
				2 : uart_data <= 8'h0d ;			 
				1 : uart_data <= 8'h0a ;			 
				0 : uart_data <= 8'hFF;
			endcase
		end
	end		
		always @ ( posedge clk )				 
		begin
			if (reset)
				uart_sec_free <= 1 ;
			else if ( ( byte_counter == 0 ) && uart_ready && ( ~read_enable_to_ram ) )	
				uart_sec_free <= 1 ;
			else 
				uart_sec_free <= 0 ;
		end
endmodule
$ cat flow/run.sh
#!/bin/bash
# OpenROAD 26Q1-2900-gdf79404cd8, Yosys 0.63+post, stock flow scripts
make -C /OpenROAD-flow-scripts/flow DESIGN_CONFIG=/design/flow/config.mk WORK_HOME=/design/flow/orfs finish
$ cat flow/config.mk
export PLATFORM = sky130hd
export DESIGN_NAME = read_from_ram
export DESIGN_NICKNAME = read_from_ram
export VERILOG_FILES = /design/flow/design.v
export SDC_FILE = /design/flow/constraint.sdc
export NUM_CORES = 4
export LEC_CHECK = 1
export CORE_UTILIZATION = 40
$ cat flow/constraint.sdc
current_design read_from_ram

set clk_period 2.7
set clk_io_pct 0.2

create_clock -name clk0 -period $clk_period [get_ports {clk}]

set non_clock_inputs [all_inputs -no_clocks]
set_input_delay [expr $clk_period * $clk_io_pct] -clock clk0 $non_clock_inputs
set_output_delay [expr $clk_period * $clk_io_pct] -clock clk0 [all_outputs]
==> Changelog: implementation <==
## Implementation

* Post-synthesis cell type count at 45
* DRC violations left at 0
* Yosys chip area at 2350 sq um
* Synthesized instance count at 256
* Fp util at 42.2%
* Vias in the first global route at 1658
* MaxCap Viol Count at 0
* 1st-iter DRT viols at 130
* Top Family by Delay on Critical Path: flip-flops
* Tmin final at 2.18 ns
* Clk network pwr share at 30.3%
* Antenna cells at 0
* Peak VDD IR at 0.000313 V
* CP Class: reg -> reg
* Ports at 35
* P&R area growth vs syn at 19.6%
* Logic pwr share at 18.8%
* Clock root buffer: clkbuf_8
* Setup TNS at 0 ns
* CP startpoint kind: flop
* Number of enable flip-flop cells at 0
* Routed vias at 1772
* CTS sink count at 51
* Worst-path maximum fanout at 12
* Max-slew violation count at 0
* Critical path capture point type: flop
* CP bufs+invs at 2
* Die Width at 78.7 um
* CP max-delay cell: dfxtp_1
* HP Class: reg -> reg
* DR pass1 iterations at 4
* Net Sw Power at 419 uW
* CTS tree: built
* Syn. warnings at 1
* Final Non-Filler Cells at 353
* Htree depth at 2
* Resized cells post-CTS at 0
* Crit path DRT at 2.88 ns
* Port Buffers at 34
* Tcrit/Tclk final at 80.9%
* Number of clock buffers inserted by TritonCTS at 5
* Clock Tree Buf Depth at 2
* Placed Cells at 346
* Reg clk slew, reported paths at 0.09 ns
* Outcome: completed
* Routed len/inst at 12.6 um
* Dpl hpwl at 3090 um
* Final Hold Viols at 0
* Tool Warnings at 33
* Post-CTS Repair Setup Buffers at 0
* Grt ovf at 0
* Yosys cell count at 256
* Final weighted congestion in routability-driven placement at 0.851
* RSZ-0062 raised after global routing: no
* PwrDens at 588 nW/um^2
* Post-synth ARST share at 0%
* Die Y at 78.7 um
* Core area at 5570 sq um
* Largest net degree at the start of global routing at 48
* Worst EP arrival at 2.37 ns
* Layout cells sized above 1 at 5.69%
* CP max stage delay at 0.78 ns
* Power Internal at 1.24 mW
* Slew headroom at 53.0%
* Antenna violations before repair at 0
* Endpoints failing setup at 0
* Crit path cell chain: mux2i_1 -> nor2_1 -> inv_1 -> ha_1 -> inv_1 -> nor4_1 -> a311o_1
* Filler cell count at 530
* Synth flops at 51
* Overall global routing resource usage at 16.1%
* Switching part of the total at 25.3%
* Hold_buf cts at 0
* Mean post-synth cell area at 9.19 sq um
* Routed Antenna Nets at 0
* Vias per inst at 5.02
* Global-route wire length before repair at 7810 um
* Dominant register cell: dfxtp_1
* Worst-margin pin slew at 0.704 ns
* Die Size at 6190 sq um
* Top achievable clock speed at 458 MHz
* Register share after synthesis at 43.4%
* FP Rows at 27
* Sequential power share at 50.8%
* Post-Syn Area at 2350 sq um
* Total wire length at 4460 um
* Most common cell on crit path: inv_1
* Worst Skew at 0.00502 ns
* Clk ins delay skew pair at 0.29 ns
* Leakage Power at 1.07 nW
## cell usage in the layout, fill, tap and decap left out, drive strengths merged, types with 4 or more instances in the layout
master / count
o21ai: 6
a31oi: 4
a21oi: 9
a21boi: 4
clkdlybuf4s50: 34
nand2b: 5
nor2: 33
dfxtp: 51
clkbuf: 6
mux2i: 17
a211oi: 5
nor4: 9
inv: 25
ha: 14
nand2: 9
## layout make-up
class / count / area [sq um] / area share (%)
Multi-Input combinational cell: 162 / 1140 / 40.5
Sequential cell: 51 / 1020 / 36.3
Timing Repair Buffer: 36 / 368 / 13.1
Inverter: 25 / 93.8 / 3.33
Tap cell: 72 / 90.1 / 3.20
Clock buffer: 6 / 72.6 / 2.58
Clock inverter: 1 / 30.0 / 1.07
## power by group through the flow
stage / Sequential [mW] / Combinational (mW) / Clock (mW)
CTS: 0.843 / 0.312 / 0.523
global route: 0.852 / 0.350 / 0.564
finish: 0.842 / 0.312 / 0.502
## cells by family after synthesis
| logic type | Yosys count | share of synthesized area, % |
|---|---|---|
| and+or+nand+nor | 76 | 16.3 |
| DFF | 51 | 43.4 |
| AOI/OAI and AO/OA | 48 | 14.8 |
| buffers and inverters | 43 | 8.19 |
| muxes | 18 | 7.71 |
| adders and majority gates | 14 | 7.44 |
| xor gates and xnor gates | 6 | 2.23 |
## through the flow
stage | power, mW | utilization, % | worst slack (ns) | hold WS [ns] | area [sq um]
3_3_place_gp | 1.17 | 48.7 | 0.379 | 0.424 | 2710
4_1_cts | 1.68 | 50.5 | 0.492 | 0.435 | 2820
5_1_grt | 1.77 | 50.5 | 0.243 | 0.471 | 2820
6_report | 1.66 | 50.5 | 0.516 | 0.437 | 2820
3_5_place_dp | 1.17 | 48.7 | 0.348 | 0.422 | 2710
2_1_floorplan | 1.05 | - | 0.798 | 0.402 | 2350
## synthesized netlist by cell type, drive strengths merged, types with 4 or more instances
cell type / number / share of area [%]
a211oi: 5 / 1.6
a21boi: 4 / 1.3
a21oi: 9 / 1.9
a31oi: 4 / 1.1
buf: 8 / 2.6
clkbuf: 10 / 1.6
dfxtp: 51 / 43
ha: 14 / 7.4
inv: 25 / 4.0
mux2i: 17 / 7.2
nand2: 9 / 1.4
nand2b: 5 / 1.3
nor2: 33 / 5.3
nor4: 9 / 2.4
o21ai: 6 / 1.3
## path summary, 6_finish.rpt
| kind | startpoint | end | slack (ns) | cells past startpoint |
|---|---|---|---|---|
| setup / recovery | read_input_from_ram | flop | 0.52 | 7 |
| hold / removal | stop | read_enable_to_ram | 0.44 | 1 |
| setup reg to reg | read_input_from_ram | flop | 0.52 | 7 |
| hold reg to reg | stop | read_enable_to_ram | 0.44 | 1 |
## routing by layer
metal	part of all wire [%]	GRT usage, %	wire [um]	up-vias
met4	0.85	1.67	38	0
met2	43	24.0	1910	36
met3	4.1	3.27	183	4
met5	0	0	0	-
li1	-	-	-	933
met1	52	25.6	2320	799
## worst reg2reg max path: stages (launching register included)
cell and delay (ns):
dfxtp_1 0.78, mux2i_1 0.24, nor2_1 0.27, inv_1 0.08
ha_1 0.29, inv_1 0.07, nor4_1 0.05, a311o_1 0.28
Power and IR drop assume default switching activity.
